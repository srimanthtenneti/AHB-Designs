===== design/flow/design.v =====
module AHB_Interface(
  input HCLK,
  input HRESETIN,
  input HSELX,
  input HWRITE,
  input [1:0]HTRANS,
  input [1:0]HSIZE,
  input [31:0]HADDR,
  input [31:0]HWDATA,
  input[31:0]HRDATA,
  input HREADYOUT,
  output reg HSELX_OUT,
  output reg HWRITE_OUT,
  output reg [1:0]HTRANS_OUT,
  output reg [1:0]HSIZE_OUT,
  output reg [31:0]HADDR_OUT,
  output reg [31:0]HWDATA_OUT
);
  reg HSELX_TEMP;
  reg HWRITE_TEMP;
  reg [1:0]HTRANS_TEMP;
  reg [1:0]HSIZE_TEMP;
  reg [31:0]HADDR_TEMP;
  reg [31:0]HWDATA_TEMP;
  always @ (posedge HCLK)
    begin
      if(!HRESETIN)
        begin
           HWDATA_OUT <= 0;
        end
      else
        begin
           HWDATA_OUT <= HWDATA; 
        end
    end
  always @ (posedge HCLK)
    begin
      if(!HRESETIN)
        begin
           HSELX_OUT <= 0;
           HWRITE_OUT <= 0;
           HTRANS_OUT <= 0;
           HSIZE_OUT <= 0;
           HADDR_OUT <= 0;
        end
      else
        begin
           HSELX_TEMP <= HSELX;
           HSELX_OUT  <= HSELX_TEMP;
           HWRITE_TEMP <= HWRITE;
           HWRITE_OUT <= HWRITE_TEMP;
           HTRANS_TEMP <= HTRANS;
           HTRANS_OUT <= HTRANS_TEMP;
           HSIZE_TEMP <= HSIZE; 
           HSIZE_OUT <= HSIZE_TEMP;
           HADDR_TEMP <= HADDR;
           HADDR_OUT <= HADDR_TEMP;
        end  
    end
endmodule

===== design/flow/config.mk =====
export PLATFORM = sky130hd
export DESIGN_NAME = AHB_Interface
export DESIGN_NICKNAME = AHB_Interface
export VERILOG_FILES = /design/flow/design.v
export SDC_FILE = /design/flow/constraint.sdc
export NUM_CORES = 4
export LEC_CHECK = 1
export CORE_UTILIZATION = 40

===== design/flow/run.sh =====
#!/bin/bash
# OpenROAD 26Q1-2900-gdf79404cd8, Yosys 0.63+post, stock flow scripts
make -C /OpenROAD-flow-scripts/flow DESIGN_CONFIG=/design/flow/config.mk WORK_HOME=/design/flow/orfs finish

===== design/flow/constraint.sdc =====
current_design AHB_Interface

set clk_period 1.0
set clk_io_pct 0.2

create_clock -name clk0 -period $clk_period [get_ports {HCLK}]

set non_clock_inputs [all_inputs -no_clocks]
set_input_delay [expr $clk_period * $clk_io_pct] -clock clk0 $non_clock_inputs
set_output_delay [expr $clk_period * $clk_io_pct] -clock clk0 [all_outputs]

==> results_dict.tcl <==
# flow metrics
set metrics [dict create \
    yosys.area_share.adder_pct 0 \
    ff_type "dfxtp_1" \
    grt.total_usage_pct 13.0 \
    clock_sink_count 108 \
    post_synth_mux_area_share_pct 0 \
    cap_violations 0 \
    post-place-ws_ps 22.7 \
    synth.most_common_cell "dfxtp_1" \
    drc 0 \
    ys_seq_share_pct 82.8 \
    leading_cell_types_by_total_area_after_synthesis "dfxtp_1, edfxtp_1, and2_2, and2_1, clkbuf_2" \
    power_per_cell_area_nw_per_um2 1760 \
    antenna_found_initial 0 \
    maxClockFrequency_mhz 1030 \
    largest_non_sequential_cell_family_by_area "simple AND/OR/NAND/NOR gates" \
    yosysUniqueCellTypes 5 \
    critical_path.startpoint_type "flop" \
    power.static_leakage_nw 1.90 \
    floorplan.initialDensity_pct 41.9 \
    time_the_final_worst_path_needs_with_i_o_delays_and_setup_ps 971 \
    fp.dieH_um 89.6 \
    routed_wirelength_um 4980 \
    yosys-top-cells-count "dfxtp_1, and2_2, edfxtp_1, and2_1, clkbuf_2" \
    critPathCaptureType "output pin" \
    drt-vias-per-instance 3.96 \
    timing.critical_path.cells "buf_2" \
    io-pin-count 175 \
    power.share.switching_pct 19.8 \
    async_flop_share_pct 0 \
    clock_power_share_pct 29.9 \
    ys_seq_elements 108 \
    synth.largest_area_cell "dfxtp_1" \
    power.ir.vdd_worst_v 0.000903 \
    hold_path.class "in -> reg" \
    worst_path_dominant_cell_family "flip-flops" \
    drv_slew 0 \
    yosysTopAreaCellShare_pct 45.7 \
    setup_violations 0 \
    filler_cell_count 576 \
    synth-simple-area-share_pct 16.0 \
    chipWidth_um 89.6 \
    rsz0062_at_grt "true" \
    violation_count_after_the_first_detailed_routing_iteration 65 \
    grt_pass1_wl_um 7420 \
    delay_of_the_slowest_cell_on_the_worst_path_ps 320 \
    synthesis.area_per_instance_um2 16.6 \
    min_path_cells 2 \
    reg2reg_depth 1 \
    ys.warnings.count 1 \
    synth-cells-yosys 185 \
    drt_first_pass_iters 5 \
    clock_slew_at_the_register_clock_pins_of_the_worst_setup_and_hold_paths_ps 100 \
    post_drt_wl_per_cell_um 11.4 \
    final_critical_path_setup_slack_ps 28.8 \
    run_status "complete, no violations" \
    crit_path_top_delay_cell "dfxtp_2" \
    source_of_the_critical_timing_path "HWDATA_OUT[21]" \
    rows 31 \
    skew_ps 7.62 \
    power_switching_mw 1.56 \
    synth_area_um2 3070 \
    sequential_power_share_pct 62.4 \
    clockBufferDepth 2 \
    internal_power_mw 6.29 \
    place.port_buffers 141 \
    drtAntennaViolNets 0 \
    ctsRootBufferMaster "clkbuf_8" \
    postCtsSetupBuffers 0 \
    synthAoiAreaFrac_pct 0 \
    min_period_over_period_pct 97.1 \
    timing.setup.tns_ps 0 \
    clock_tree_from_tritoncts "done" \
    finalHoldWorstSlack_ps 312 \
    timing.final.hold_violations 0 \
    cts_made_buffers 9 \
    holdBufCountCts 0 \
    timing.rr.start "HADDR_TEMP[26]" \
    crit_fanout 1 \
    tool_warning_count 60 \
    post-layout-total-power_mw 7.84 \
    edf_count 38 \
    xor_area_share_pct 0 \
    area_growth_pct 44.8 \
    grt_start_max_net_pins 50 \
    share_comb_of_total_power_pct 7.7 \
    finalWeightedCongestion 0.698 \
    max-slew-margin-rel_pct 86.7 \
    syn-instance-count 185 \
    worstSetupPathType "reg -> out" \
    number_of_global_route_vias_before_repair 1582 \
    vias 1732 \
    timing.critical_path.buf_inv 1 \
    clock_insertion_delay_at_the_later_pin_of_the_skew_report_ps 350 \
    cp.arrival_ps 770 \
    ys_chip_area_um2 3070 \
    core_region_area_um2 7330 \
    overflow 0 \
    final_layout_size_suffix_gt1_share_pct 39.9 \
    crit_cells 1 \
    chip_area_um2 8030 \
    cts-htree-levels 3 \
    critPathRequiredTime_ps 800 \
    tightest_slew_ps 200 \
    antenna-diode-count 0 \
    hold_path.startpoint "HRESETIN" \
]
==> cell usage in the layout (no fill, tap or decap), drive strengths merged <==
| cell | count |
|---|---|
| buf | 74 |
| clkbuf | 11 |
| inv | 2 |
| edfxtp | 38 |
| clkinv | 2 |
| dfxtp | 70 |
| clkdlybuf4s50 | 70 |
| clkinvlp | 1 |
| and2 | 70 |
==> layout make-up <==
class / instances / area (um^2) / share of cell area, %
Timing Repair Buffer: 144 / 1110 / 24.9
Sequential cell: 108 / 2550 / 57.3
Tap cell: 99 / 124 / 2.79
Clock buffer: 11 / 141 / 3.18
Multi-Input combinational cell: 70 / 492 / 11.1
Clock inverter: 5 / 35.0 / 0.788
==> timing repair <==
| action | CTS | global route |
|---|---|---|
| resized | 213 | 2 |
| hold endpoints to repair | 0 | 0 |
| setup endpoints to repair | 70 | 42 |
| gates cloned | 0 | 0 |
==> metrics by stage <==
step | util, % | instances | area [um^2]
floorplan | - | 185 | 3070
global placement | 62.9 | 421 | 4610
detailed placement | 62.9 | 421 | 4610
CTS | 60.6 | 437 | 4440
global route | 60.6 | 437 | 4440
finish | 60.6 | 437 | 4440
==> power by group through the flow <==
stage / Combinational, mW / Sequential (mW) / Clock [mW]
5_1_grt: 0.670 / 4.93 / 2.66
6_report: 0.601 / 4.89 / 2.35
4_1_cts: 0.614 / 4.90 / 2.45
==> worst paths after layout <==
check | end | slack [ps]
min reg2reg | HADDR_OUT[8] | 450
max reg2reg | HADDR_OUT[26] | 350
max | HWDATA_OUT[21] | 30
min | HADDR_TEMP[30] | 310
==> cells by family (layout without fill, tap and decap cells) <==
logic type | count (synthesis) | in the layout
and+or+nand+nor | 70 | 70
buffers and inverters | 7 | 160
DFF | 108 | 108
==> metal layers <==
layer	GRT usage, %	part of all wire (%)
met5	0	0
met4	2.60	0.96
met2	17.5	42
met3	6.30	14
met1	20.6	43
==> registers in the layout (all words and copies together) (netlist names) <==
register / count
HWRITE_TEMP: 1
HADDR_TEMP: 32
HTRANS_TEMP: 2
HSELX_TEMP: 1
HWDATA_OUT: 32
HADDR_OUT: 32
HTRANS_OUT: 2
HSIZE_TEMP: 2
HWRITE_OUT: 1
HSELX_OUT: 1
HSIZE_OUT: 2
No activity file was given, so power comes from the tool's default toggle rates.
